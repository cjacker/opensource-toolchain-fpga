--- run.sh ---
#!/bin/bash
# OpenROAD 26Q1-2900-gdf79404cd8, Yosys 0.63+post, stock flow scripts
make -C /OpenROAD-flow-scripts/flow DESIGN_CONFIG=/design/flow/config.mk WORK_HOME=/design/flow/orfs finish
--- config.mk ---
export PLATFORM = sky130hd
export DESIGN_NAME = blink
export DESIGN_NICKNAME = blink
export VERILOG_FILES = /design/flow/design.v
export SDC_FILE = /design/flow/constraint.sdc
export NUM_CORES = 4
export LEC_CHECK = 1
export CORE_AREA = 10 10 82 82
export DIE_AREA = 0 0 92 92
--- constraint.sdc ---
current_design blink

set clk_period 3.5
set clk_io_pct 0.2

create_clock -name clk0 -period $clk_period [get_ports {clk}]

set non_clock_inputs [all_inputs -no_clocks]
set_input_delay [expr $clk_period * $clk_io_pct] -clock clk0 $non_clock_inputs
set_output_delay [expr $clk_period * $clk_io_pct] -clock clk0 [all_outputs]
--- design.v ---
module blink(
	input clk,
	output [5:0] led
);
  reg [24:0] counter;
  initial begin
    counter = 0;
  end
  always @(posedge clk)
  begin
    counter <= counter + 1;
  end
  assign led[5] = counter[24];
  assign led[4] = counter[24];
  assign led[3] = counter[24];
  assign led[2] = counter[24];
  assign led[1] = counter[24];
  assign led[0] = counter[24];
endmodule
==> impl_metrics.py <==
# Generated from Yosys and OpenROAD reports
metrics = {
    "timing": {
        "slew_violations": 0,
        "finClkSkew_ns": 0.00395,
        "finalSetupTns_ns": 0,
        "tightestPinTransition_ns": 0.385,
        "setup_viol": 0,
        "fin_ws_ns": 1.60,
        "max_freq_mhz": 526,
        "hold_viol": 0,
        "fin_crit_sh": 0.543,
        "final.min_clock_period_ns": 1.90,
        "maxSlewHeadroom": 0.741,
        "rsz0062_at_grt": "false",
    },
    "critical_path": {
        "crit_buf_inv": 1,
        "cp_max_fo": 7,
        "start_kind": "register",
        "cp_top_family": "buffers and inverters",
        "slowest_delay_ns": 0.51,
        "cp_cell_sequence": "clkdlybuf4s50_1",
        "crit_path_end_kind": "output pin",
        "critPathRequiredTime_ns": 2.80,
        "crit_slowest_cell": "clkdlybuf4s50_1",
        "r2r_start": "counter[0]$_DFF_P_",
        "crit_arrival_ns": 1.20,
        "path_class": "reg -> out",
        "timing.critical_path.from": "counter[24]$_DFF_P_",
    },
    "final_layout": {
        "drive_gt1_frac": 0.0947,
        "final_cell_mix": "dfxtp_1 (25), xnor2_1 (15), nand3_1 (9), xor2_1 (8), clkdlybuf4s50_1 (6)",
        "largest_register": "counter",
        "fillers": 554,
        "comb_area_um2": 473,
        "final_layout_top_logic_cell": "dfxtp_1",
        "synthToLayoutAreaGrowth_pct": 14.4,
        "reg_top3": "counter (25)",
        "largest_register_ff_count": 25,
        "ff_latch_area_um2": 500,
    },
    "logic_synthesis": {
        "yosys_cells": 91,
        "syn_area_per_cell_um2": 11.3,
        "yosysUniqueCellTypes": 16,
        "ys_area_mm2": 0.00103,
        "synth_area_mm2": 0.00103,
        "numSynthFlops": 25,
        "ys_seq_frac": 0.488,
        "syn_inst": 91,
        "yosys_warnings": 1,
    },
    "grt": {
        "antenna_found_initial": 0,
        "grt_pass1_vias": 555,
        "grt_max_degree": 14,
        "track_usage": 0.0340,
        "grt_pass1_wl_um": 2520,
        "grt_overflow": 0,
    },
    "placement": {
        "numPortBuffers": 6,
        "hpwl_um": 1080,
        "pre_cts_ws_ns": 1.87,
        "gp_congestion": 0.748,
    },
    "power": {
        "power.internal_uw": 365,
        "power_density_mw_per_mm2": 378,
        "ir_worst_vdd_mv": 0.312,
        "p_seq_frac": 0.640,
        "p_total_uw": 444,
        "leakagePower_nw": 0.436,
        "pwr-share-comb": 0,
        "p_clk_frac": 0.360,
        "sw_frac_of_total": 0.177,
        "switching_power_uw": 78.7,
    },
    "detailed_routing": {
        "wl_met2_um": 517,
        "met1_length_um": 738,
        "drc_errors": 0,
        "drt_iter0_markers": 21,
        "diodes": 0,
        "first_pass_iters": 4,
        "dr_wl_met3_um": 128,
        "via_per_inst": 3.61,
        "routed_wl_um": 1400,
        "drtAntennaViolNets": 0,
        "wl_per_cell_um": 8.47,
        "highest_layer": "met4",
        "vias": 595,
    },
    "floorplanning": {
        "core.rowCount": 26,
        "fp-utilization": 0.202,
        "core_area_mm2": 0.00507,
        "io_pins": 7,
        "die_area_mm2": 0.00846,
        "die_y_um": 92,
        "die_w_um": 92,
    },
    "clocking": {
        "htreeDepth": 1,
        "clk_path_buf_depth": 2,
        "cts_resized": 0,
        "cts_made_buffers": 3,
        "cts_setup_buffers": 0,
        "clk_latency_ns": 0.26,
        "clk_pin_slew_ns": 0.08,
        "root_buffer": "clkbuf_8",
        "cts.sinks": 25,
        "holdBufCountCts": 0,
        "cts_tree": "yes",
    },
    "job": {
        "warnings": 25,
        "maxCapViolCount": 0,
    },
    "worst_hold_path": {
        "min_path_type": "reg -> reg",
        "holdCritStartpoint": "counter[0]$_DFF_P_",
    },
    "outcome": {
        "status": "completed",
    },
}
synth_stat cells:
master | n | area (um2)
xor2_1 | 8 | 70.1
and3_1 | 5 | 31.3
nand4_4 | 2 | 42.5
ha_1 | 1 | 12.5
dfxtp_1 | 25 | 500
nand3_1 | 9 | 45.0
nand3_4 | 1 | 17.5
nor2_1 | 4 | 15.0
and3_2 | 1 | 7.51
inv_1 | 2 | 7.51
nor4_4 | 2 | 42.5
nand4_1 | 4 | 25.0
xnor2_1 | 15 | 131
nand2_1 | 4 | 15.0
buf_4 | 6 | 45.0
and4_1 | 2 | 17.5
power groups by stage:
stage     Sequential, mW  Clock, mW  Combinational [mW]
4_1_cts            0.284      0.165         0.000000212
5_1_grt            0.284      0.176         0.000000212
6_report           0.284      0.160         0.000000212
kinds of logic (layout without fill, tap and decap cells):
kind of cell             count (synthesis)  in the layout  share of synthesized area
AND/OR/NAND/NOR                         34             34                      0.252
flip-flops                              25             25                      0.488
XOR/XNOR                                23             23                      0.196
buffers and inverters                    8             12                     0.0512
adder cells (fa/ha/maj)                  1              1                     0.0122
path summary, 6_finish.rpt:
path	endpoint	slack, ns	cells after the start
setup reg to reg	counter[18]$_DFF_P_	1.96	5
hold / removal	counter[0]$_DFF_P_	0.42	1
hold reg to reg	counter[0]$_DFF_P_	0.42	1
setup / recovery	led[5]	1.60	1
area by class of cell:
class / instances / share of cell area
sequential: 25 / 0.426
multi-input combinational: 58 / 0.403
tap: 70 / 0.0746
timing repair buffer: 6 / 0.0512
clock buffer: 4 / 0.0384
inverter: 2 / 0.00640
metrics by stage:
stage	instances	cell area, um2	hold WS (ns)	utilization
2_1_floorplan	91	1030	0.383	-
3_3_place_gp	161	1130	0.391	0.222
3_5_place_dp	161	1130	0.406	0.222
4_1_cts	165	1170	0.425	0.231
5_1_grt	165	1170	0.457	0.231
6_report	165	1170	0.423	0.231
layer usage:
metal / track usage / up-vias
li1: - / 312
met1: 0.0506 / 270
met2: 0.0435 / 11
met3: 0.0181 / 2
met4: 0.00386 / 0
met5: 0 / -
Power is estimated from default activity; no workload was simulated.
